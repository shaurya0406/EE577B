### flow/config.mk
export PLATFORM = sky130hd
export DESIGN_NAME = mult4x4
export DESIGN_NICKNAME = mult4x4
export VERILOG_FILES = /design/flow/design.v
export SDC_FILE = /design/flow/constraint.sdc
export NUM_CORES = 4
export LEC_CHECK = 1
export CORE_AREA = 10 10 77 77
export DIE_AREA = 0 0 87 87
### flow/constraint.sdc
current_design mult4x4

set clk_period 3.1
set clk_io_pct 0.2

create_clock -name clk0 -period $clk_period

set non_clock_inputs [all_inputs -no_clocks]
set_input_delay [expr $clk_period * $clk_io_pct] -clock clk0 $non_clock_inputs
set_output_delay [expr $clk_period * $clk_io_pct] -clock clk0 [all_outputs]
### flow/design.v
`timescale 1ns/1ns
module fa (
  input  a,
  input  b,
  input  cin,
  output sum,
  output cout
);
  wire x1, c1, c2;
  xor u_xor1(x1,  a,   b);
  xor u_xor2(sum, x1,  cin);
  and u_and1(c1, a, b);
  and u_and2(c2, x1, cin);  
  or  u_or (cout, c1, c2);
endmodule
`timescale 1ns/1ns
module ha (
  input  a,
  input  b,
  output sum,
  output cout
);
  xor u_xor(sum, a, b);
  and u_and(cout, a, b);
endmodule
`timescale 1ns/1ns
module mult4x4 (
  input  [3:0] a,
  input  [3:0] b,
  output [7:0] p
);
  wire [7:0] A_ext;
  assign A_ext[3:0] = a[3:0];
  assign A_ext[7:4] = {4{a[3]}};
  wire [7:0] A_not = ~A_ext;
  wire [7:0] negA8;
  wire c_n0, c_n1, c_n2, c_n3, c_n4, c_n5, c_n6, c_n7;
  ha INC0 (.a(A_not[0]), .b(1'b1), .sum(negA8[0]), .cout(c_n0));
  fa INC1 (.a(A_not[1]), .b(1'b0), .cin(c_n0), .sum(negA8[1]), .cout(c_n1));
  fa INC2 (.a(A_not[2]), .b(1'b0), .cin(c_n1), .sum(negA8[2]), .cout(c_n2));
  fa INC3 (.a(A_not[3]), .b(1'b0), .cin(c_n2), .sum(negA8[3]), .cout(c_n3));
  fa INC4 (.a(A_not[4]), .b(1'b0), .cin(c_n3), .sum(negA8[4]), .cout(c_n4));
  fa INC5 (.a(A_not[5]), .b(1'b0), .cin(c_n4), .sum(negA8[5]), .cout(c_n5));
  fa INC6 (.a(A_not[6]), .b(1'b0), .cin(c_n5), .sum(negA8[6]), .cout(c_n6));
  fa INC7 (.a(A_not[7]), .b(1'b0), .cin(c_n6), .sum(negA8[7]), .cout(c_n7));  
  wire [7:0] R0, R1, R2, R3_raw, R3;
  and a00 (R0[0], A_ext[0], b[0]);
  and a01 (R0[1], A_ext[1], b[0]);
  and a02 (R0[2], A_ext[2], b[0]);
  and a03 (R0[3], A_ext[3], b[0]);
  and a04 (R0[4], A_ext[4], b[0]);
  and a05 (R0[5], A_ext[5], b[0]);
  and a06 (R0[6], A_ext[6], b[0]);
  and a07 (R0[7], A_ext[7], b[0]);
  wire [7:0] R1_pre;
  and a10 (R1_pre[0], A_ext[0], b[1]);
  and a11 (R1_pre[1], A_ext[1], b[1]);
  and a12 (R1_pre[2], A_ext[2], b[1]);
  and a13 (R1_pre[3], A_ext[3], b[1]);
  and a14 (R1_pre[4], A_ext[4], b[1]);
  and a15 (R1_pre[5], A_ext[5], b[1]);
  and a16 (R1_pre[6], A_ext[6], b[1]);
  and a17 (R1_pre[7], A_ext[7], b[1]);
  assign R1[0]   = 1'b0;
  assign R1[7:1] = R1_pre[6:0];
  wire [7:0] R2_pre;
  and a20 (R2_pre[0], A_ext[0], b[2]);
  and a21 (R2_pre[1], A_ext[1], b[2]);
  and a22 (R2_pre[2], A_ext[2], b[2]);
  and a23 (R2_pre[3], A_ext[3], b[2]);
  and a24 (R2_pre[4], A_ext[4], b[2]);
  and a25 (R2_pre[5], A_ext[5], b[2]);
  and a26 (R2_pre[6], A_ext[6], b[2]);
  and a27 (R2_pre[7], A_ext[7], b[2]);
  assign R2[1:0] = 2'b00;
  assign R2[7:2] = R2_pre[5:0];
  and a30 (R3_raw[0], negA8[0], b[3]);
  and a31 (R3_raw[1], negA8[1], b[3]);
  and a32 (R3_raw[2], negA8[2], b[3]);
  and a33 (R3_raw[3], negA8[3], b[3]);
  and a34 (R3_raw[4], negA8[4], b[3]);
  and a35 (R3_raw[5], negA8[5], b[3]);
  and a36 (R3_raw[6], negA8[6], b[3]);
  and a37 (R3_raw[7], negA8[7], b[3]);
  assign R3[2:0] = 3'b000;
  assign R3[3]   = R3_raw[0];
  assign R3[4]   = R3_raw[1];
  assign R3[5]   = R3_raw[2];
  assign R3[6]   = R3_raw[3];
  assign R3[7]   = R3_raw[4];
  wire [7:0] S1;
  wire [8:0] C1; assign C1[0] = 1'b0;
  genvar k;
  generate
    for (k=0; k<8; k=k+1) begin : CSA_A
      fa uA (.a(R0[k]), .b(R1[k]), .cin(R2[k]), .sum(S1[k]), .cout(C1[k+1]));
    end
  endgenerate
  wire [7:0] C1sh = {C1[7:0]};   
  wire [7:0] S2;
  wire [8:0] C2; assign C2[0] = 1'b0;
  generate
    for (k=0; k<8; k=k+1) begin : CSA_B
      fa uB (.a(S1[k]), .b(C1sh[k]), .cin(R3[k]), .sum(S2[k]), .cout(C2[k+1]));
    end
  endgenerate
  wire [7:0] C2sh = {C2[7:0]};   
  wire c0, c1b, c2b, c3b, c4b, c5b, c6b;
  ha CPA0 (.a(S2[0]), .b(C2sh[0]), .sum(p[0]), .cout(c0));
  fa CPA1 (.a(S2[1]), .b(C2sh[1]), .cin(c0),  .sum(p[1]), .cout(c1b));
  fa CPA2 (.a(S2[2]), .b(C2sh[2]), .cin(c1b), .sum(p[2]), .cout(c2b));
  fa CPA3 (.a(S2[3]), .b(C2sh[3]), .cin(c2b), .sum(p[3]), .cout(c3b));
  fa CPA4 (.a(S2[4]), .b(C2sh[4]), .cin(c3b), .sum(p[4]), .cout(c4b));
  fa CPA5 (.a(S2[5]), .b(C2sh[5]), .cin(c4b), .sum(p[5]), .cout(c5b));
  fa CPA6 (.a(S2[6]), .b(C2sh[6]), .cin(c5b), .sum(p[6]), .cout(c6b));
  wire c7_unused;
  fa CPA7 (.a(S2[7]), .b(C2sh[7]), .cin(c6b), .sum(p[7]), .cout(c7_unused));
endmodule
### flow/run.sh
#!/bin/bash
# OpenROAD 26Q1-2900-gdf79404cd8, Yosys 0.63+post, stock flow scripts
make -C /OpenROAD-flow-scripts/flow DESIGN_CONFIG=/design/flow/config.mk WORK_HOME=/design/flow/orfs finish
==> results_dict.tcl <==
# yosys + openroad results
set metrics [dict create \
    status "finished, violations left" \
    violations "negative setup slack" \
    slowest_delay_ns 0.51 \
    cp-end-kind "output pin" \
    area_growth_pct 50.1 \
    drc 0 \
    ys_seq_share_pct 0 \
    grt_pass1_wl_mm 1.79 \
    syn_inst 59 \
    chipArea_sq_um 7570 \
    die_x_microns 87 \
    total_leakage_power_nw 0.429 \
    drtIter0Drc 12 \
    antenna_found_initial 0 \
    grt_util_all_layers_pct 2.74 \
    synth_area_leader_cell "fa_1" \
    nFillCells 462 \
    core-area_sq_um 4350 \
    place_area_sq_um 803 \
    final_antenna_net_count 0 \
    cp.arrival_ns 3.50 \
    yosysCellCount 59 \
    hold_viol_final 0 \
    rsz0062_at_grt "yes" \
    ys_top_cells_by_area "fa_1 (40%), ha_1 (16%), buf_4 (11%)" \
    synth.cellmix.compoundShare_pct 0 \
    critPathBufInv 3 \
    numPortBuffers 16 \
    rows 24 \
    synth_adder_area_share_pct 56.3 \
    vias 395 \
    wire_per_inst_microns 8.38 \
    yosys_area_sq_um 547 \
    cts_hold_buf 0 \
    comb_area_sq_um 488 \
    antenna_cells_inserted 0 \
    critPathMaxFanout 2 \
    ff_latch_area_sq_um 0 \
    synthSimpleGateAreaFrac_pct 17.4 \
    warnings 36 \
    grt_max_degree 6 \
    syn_avg_cell_area_sq_um 9.27 \
    cap_violations 0 \
    final_core_util_pct 18.9 \
    whs_ns 1.91 \
    crit_chain "buf_8 > nand2_8 > fa_1 > fa_1 > inv_1 > ha_2 > fa_2 > fa_2 > fa_2 > xnor2_2 > xnor3_1 > buf_2" \
    cp-start-kind "primary input" \
    fp_util_pct 12.6 \
    first_global_vias 414 \
    worst_slack_ns -1.02 \
    synth_cell_types 11 \
    yosys.area_share.xor_xnor_pct 5.72 \
    dp.cells 127 \
    yosys_warnings 0 \
    top_area_share_pct 40.3 \
    finalCritPeriodShare_pct 133 \
    fmax_mhz 243 \
    slew_violations 0 \
    worst_pin_slew_ns 0.127 \
    dp_hpwl_microns 973 \
    drt-pass1-iter-count 2 \
    final_common_cell "inv_1" \
    drt-vias-per-instance 3.09 \
    netlist_area_sq_um 547 \
    power.density_nw_per_um2 205 \
    die_h_microns 87 \
    n_clock_buffer 0 \
    flop-count 0 \
    cpMaxStageDelayCell "fa_1" \
    required_ns 2.48 \
    grt-ovfl-total 0 \
    io_pins 16 \
    drive_gt1_share_pct 47.4 \
    critical_path.most_common_cell "fa_2" \
    ir_worst_vdd_mv 0.0623 \
    setup_violations 4 \
    path_class "in -> out" \
    design_area_sq_um 821 \
    min_period_ns 4.12 \
    cp_top_family "adder cells" \
    hold_class "in -> out" \
    top_logic_kind "adder cells" \
    drt_wl_total_mm 1.07 \
    place.gp.congestion 0.799 \
    finalNonFillerCells 128 \
    lay_top_cells "inv_1 (13), buf_4 (10), fa_1 (7)" \
    max-slew-margin-rel_pct 91.5 \
    mux_area_share_pct 0 \
]
## worst paths after layout
kind / from / slack (ns) / to / cells past startpoint
worst min-delay path: a[0] / 1.91 / p[0] / 3
worst max-delay path: b[2] / -1.02 / p[7] / 12
## stage by stage
step | worst slack (ns) | setup TNS (ns) | total power [mW]
2_1_floorplan | -0.925 | -1.90 | 0.125
3_3_place_gp | -1.97 | -6.94 | 0.200
3_5_place_dp | -1.97 | -6.97 | 0.197
4_1_cts | -1.06 | -2.52 | 0.178
5_1_grt | -1.15 | -2.79 | 0.199
6_report | -1.02 | -2.38 | 0.168
## cell type report
class                           instances  area share (%)
Inverter                               14            6.40
Multi-Input combinational cell         37            59.5
Tap cell                               52            7.93
Timing Repair Buffer                   25            26.2
## kinds of logic after synthesis
| group | count (synthesis) |
|---|---|
| adders and majority gates | 18 |
| and+or+nand+nor | 17 |
| xor gates and xnor gates | 2 |
| buffers and inverters | 22 |
## cell usage after synthesis
cell type  number
xnor2_1         1
nand2_2         1
buf_4           8
fa_1           11
and2_2          2
ha_1            7
or2b_1          1
inv_1          14
and2_1          7
xnor3_1         1
nand2_1         6
## worst min-delay path: stages
cell,delay (ns)
buf_2,0.13
and2_1,0.15
clkdlybuf4s50_1,0.39
## report_power, final
part	total, mW	internal, mW	switching, mW	leakage, nW
Combinational	0.168	0.104	0.0645	0.429
Clock	0	0	0	0
Sequential	0	0	0	0
## per-layer routing
layer | GRT usage, % | wire [microns] | vias to the layer above
met5 | 0 | 0 | -
met4 | 0 | 0 | 0
met3 | 1.04 | 138 | 0
met2 | 3.86 | 432 | 12
met1 | 4.10 | 502 | 187
li1 | - | - | 196
## what timing repair did
item / in CTS / in global routing
gates resized: 58 / 3
pin swaps: 8 / 1
setup endpoints to repair: 6 / 4
setup buffers: 1 / 0
Power figures rest on the tool's default switching activity, not on a simulated workload.
