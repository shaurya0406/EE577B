==> design/flow/design.v <==
module traffic_control (
    input  CLK,
    input  reset,    
    input  ERR,      
    input  PA,       
    input  PB,       
    output reg [2:0] L_A,
    output reg [2:0] L_B,
    output reg       RA,
    output reg       RB
);
    parameter [2:0] SIG_GREEN        = 3'b110;
    parameter [2:0] SIG_G_LEFT       = 3'b101;
    parameter [2:0] SIG_YELLOW       = 3'b100;
    parameter [2:0] SIG_RED          = 3'b011;
    parameter [2:0] SIG_G_RIGHT      = 3'b010;
    parameter [2:0] SIG_FLASH_RED    = 3'b111;
    parameter [2:0] SIG_FLASH_YELLOW = 3'b000;
    parameter [7:0] S0_PED   = 8'b0000_0001;  
    parameter [7:0] S1       = 8'b0000_0010;  
    parameter [7:0] S2       = 8'b0000_0100;  
    parameter [7:0] S3       = 8'b0000_1000;  
    parameter [7:0] S4       = 8'b0001_0000;  
    parameter [7:0] S5       = 8'b0010_0000;  
    parameter [7:0] S6       = 8'b0100_0000;  
    parameter [7:0] S7_ERR   = 8'b1000_0000;  
    parameter [5:0] D0 = 6, D1 = 8, D2 = 3, D3 = 3,
                    D4 = 8, D5 = 3, D6 = 3;
    reg  [7:0] state, next_state;    
    reg  [5:0] tick;                 
    reg        pa_req, pb_req;       
    reg        pa_served, pb_served; 
    reg        force_ped_once;       
    reg        ret_sel;              
    function [5:0] state_duration;
        input [7:0] s;
        begin
            if      (s == S0_PED) state_duration = D0;
            else if (s == S1    ) state_duration = D1;
            else if (s == S2    ) state_duration = D2;
            else if (s == S3    ) state_duration = D3;
            else if (s == S4    ) state_duration = D4;
            else if (s == S5    ) state_duration = D5;
            else if (s == S6    ) state_duration = D6;
            else                  state_duration = 0;  
        end
    endfunction
    wire tick_en   = (state != S7_ERR) && (state_duration(state) != 0);
    wire tick_last = tick_en && (tick == state_duration(state)-1);
    wire in_S7 = (state == S7_ERR);
    wire in_S0 = (state == S0_PED);
    always @* begin
        next_state = state;  
        if (state == S7_ERR) begin
            next_state = S0_PED;
        end
        else if (state == S0_PED) begin
            if (tick_last) next_state = (ret_sel ? S4 : S1);
        end
        else if (state == S1) begin
            if (tick_last) next_state = S2;
        end
        else if (state == S2) begin
            if (tick_last) next_state = S3;
        end
        else if (state == S3) begin
            if (tick_last) begin
                if (pa_req || pb_req) next_state = S0_PED;
                else                   next_state = S4;
            end
        end
        else if (state == S4) begin
            if (tick_last) next_state = S5;
        end
        else if (state == S5) begin
            if (tick_last) next_state = S6;
        end
        else if (state == S6) begin
            if (tick_last) begin
                if (pa_req || pb_req) next_state = S0_PED;
                else                   next_state = S1;
            end
        end
        else begin
            next_state = S7_ERR;  
        end
    end
    wire entering_S0_from_normal = (next_state == S0_PED) && !(in_S0) && !(in_S7);
    wire entering_S0_from_err    = (next_state == S0_PED) &&  in_S7;
    always @(posedge CLK) begin
        if (ERR) begin
            pa_req <= 1'b0;
            pb_req <= 1'b0;
        end else if (reset) begin
            pa_req <= 1'b0;
            pb_req <= 1'b0;
        end else begin
            if (entering_S0_from_normal) begin
                pa_req <= 1'b0;
                pb_req <= 1'b0;
            end else begin
                if (!in_S0 && !in_S7) begin
                    if (PA) pa_req <= 1'b1;
                    if (PB) pb_req <= 1'b1;
                end
            end
        end
    end
    always @(posedge CLK) begin
        if (ERR) begin
            state          <= S7_ERR;
            tick           <= 6'd0;
            force_ped_once <= 1'b0;
            ret_sel        <= 1'b0;   
            pa_served      <= 1'b0;
            pb_served      <= 1'b0;
        end
        else if (reset) begin
            state          <= S7_ERR;
            tick           <= 6'd0;
            force_ped_once <= 1'b0;
            ret_sel        <= 1'b0;   
            pa_served      <= 1'b0;
            pb_served      <= 1'b0;
        end
        else begin
            state <= next_state;
            if (state == next_state) begin
                if (tick_en) begin
                    if (tick_last) tick <= 6'd0;
                    else           tick <= tick + 6'd1;
                end else begin
                    tick <= 6'd0;  
                end
            end else begin
                tick <= 6'd0;
            end
            if (entering_S0_from_err) force_ped_once <= 1'b1;
            if (in_S0 && tick_last)   force_ped_once <= 1'b0;
            if ((state == S3) && tick_last && (pa_req || pb_req)) ret_sel <= 1'b1;  
            if ((state == S6) && tick_last && (pa_req || pb_req)) ret_sel <= 1'b0;  
            if (entering_S0_from_normal) begin
                pa_served <= pa_req;
                pb_served <= pb_req;
            end else if (entering_S0_from_err) begin
                pa_served <= 1'b1;  
                pb_served <= 1'b1;
            end
            if (in_S0 && tick_last) begin
                pa_served <= 1'b0;
                pb_served <= 1'b0;
            end
        end
    end
    reg [2:0] la_next, lb_next;
    reg       ra_hold, rb_hold;
    always @* begin
        la_next = L_A;
        lb_next = L_B;
        if      (state == S0_PED)   begin la_next = SIG_FLASH_RED;    lb_next = SIG_FLASH_RED;    end
        else if (state == S1)       begin la_next = SIG_GREEN;        lb_next = SIG_RED;          end
        else if (state == S2)       begin la_next = SIG_G_LEFT;       lb_next = SIG_G_RIGHT;      end
        else if (state == S3)       begin la_next = SIG_YELLOW;       lb_next = SIG_G_RIGHT;      end
        else if (state == S4)       begin la_next = SIG_RED;          lb_next = SIG_GREEN;        end
        else if (state == S5)       begin la_next = SIG_G_RIGHT;      lb_next = SIG_G_LEFT;       end
        else if (state == S6)       begin la_next = SIG_G_RIGHT;      lb_next = SIG_YELLOW;       end
        else if (state == S7_ERR)   begin la_next = SIG_FLASH_YELLOW; lb_next = SIG_FLASH_YELLOW; end
        else                        begin la_next = SIG_FLASH_YELLOW; lb_next = SIG_FLASH_YELLOW; end
    end
    always @(posedge CLK) begin
        if (ERR) begin
            L_A     <= SIG_FLASH_YELLOW;
            L_B     <= SIG_FLASH_YELLOW;
            RA      <= 1'b0;
            RB      <= 1'b0;
            ra_hold <= 1'b0;
            rb_hold <= 1'b0;
        end else if (reset) begin
            L_A     <= SIG_FLASH_YELLOW;
            L_B     <= SIG_FLASH_YELLOW;
            RA      <= 1'b0;
            RB      <= 1'b0;
            ra_hold <= 1'b0;
            rb_hold <= 1'b0;
        end else begin
            L_A <= la_next;
            L_B <= lb_next;
            if (entering_S0_from_normal) begin
                ra_hold <= pa_served;
                rb_hold <= pb_served;
            end else if (entering_S0_from_err) begin
                ra_hold <= 1'b1;
                rb_hold <= 1'b1;
            end
            if (in_S0) begin
                RA <= ra_hold | force_ped_once;
                RB <= rb_hold | force_ped_once;
                if (tick_last) begin
                    ra_hold <= 1'b0;
                    rb_hold <= 1'b0;
                end
            end else begin
                RA <= 1'b0;
                RB <= 1'b0;
            end
        end
    end
endmodule
==> design/flow/run.sh <==
#!/bin/bash
# OpenROAD 26Q1-2900-gdf79404cd8, Yosys 0.63+post, stock flow scripts
make -C /OpenROAD-flow-scripts/flow DESIGN_CONFIG=/design/flow/config.mk WORK_HOME=/design/flow/orfs finish
==> design/flow/config.mk <==
export PLATFORM = sky130hd
export DESIGN_NAME = traffic_control
export DESIGN_NICKNAME = traffic_control
export VERILOG_FILES = /design/flow/design.v
export SDC_FILE = /design/flow/constraint.sdc
export NUM_CORES = 4
export LEC_CHECK = 1
export CORE_UTILIZATION = 30
==> design/flow/constraint.sdc <==
current_design traffic_control

set clk_period 7.2
set clk_io_pct 0.2

create_clock -name clk0 -period $clk_period [get_ports {CLK}]

set non_clock_inputs [all_inputs -no_clocks]
set_input_delay [expr $clk_period * $clk_io_pct] -clock clk0 $non_clock_inputs
set_output_delay [expr $clk_period * $clk_io_pct] -clock clk0 [all_outputs]
==> deck_impl_summary.md <==
Flow Results at a Glance

Status
  • Status: complete, no violations

STA
  • Fmax achieved: 0.386 GHz
  • Fin. max-slew vios: 0
  • Tightest Pin Transition: approximately 0.56 ns
  • Hold Vio Cnt, Final: 0
  • Period utilization: 0.359
  • Unrepaired setup endpoints after global routing: false
  • Setup TNS: 0 ns
  • Rel. slew slack: 0.622
  • Min Tclk post-route: approximately 2.6 ns
  • Clk_skew: about 0.0064 ns
  • Final setup violation count: 0

Die
  • Core area: approximately 0.0048 sq mm
  • FP Util: 0.314
  • FP Rows: 25
  • Die height: around 73 um
  • Boundary Pins: 13
  • Die width: approximately 73 um
  • Die area: between 0.005 and 0.006 sq mm

Pwr
  • Total power: 0.335 mW
  • Peak VDD IR: 138 uV
  • PD cells: 193 mW/mm^2
  • LEAKAGE: between 0.6 and 0.7 nW
  • Seq pwr share: 0.516
  • Psw: a little under 0.08 mW
  • Switching share of power: 0.237
  • Gate power share: 0.066
  • Power Internal: 0.256 mW
  • Clock network fraction of design power: 0.418

Global route
  • Vias in the first global route: roughly 1000
  • GRT Total Usage: 0.123
  • Largest net degree at the start of global routing: 12
  • Grt total ovfl: 0
  • First-pass GRT wire length: between 5 and 6 mm
  • Antenna violations before repair: 0

Placement
  • Detailed placement HPWL: between 2 and 2.5 mm
  • Port buffer count: 12
  • RD Place Congestion: 0.845

Critical path
  • Reg2Reg Depth: 6
  • Worst path arrival time: around 2.8 ns
  • Crit path buf inv count: 1
  • Worst Path Required: around 7.4 ns
  • Cell family with most CP delay: simple AND/OR/NAND/NOR gates
  • R2R Path End: state[1]
  • Worst setup path endpoint: tick[3]
  • Slowest stage cell, crit path: nor2_1
  • CP Class: in -> reg
  • Register-to-register setup slack: 4.74 ns
  • Critical Path Start Type: input port
  • Crit path top cell by count: nor2_1
  • Worst path cell trace: clkdlybuf4s50_1 -> nor2_1 -> nand3_1 -> nor2_1
  • Reg2reg start: state[3]
  • CP Capture Type: flop
  • Levels on crit path: 4
  • Worst Path Max Fanout: 7
  • Largest stage delay, worst path: about 0.46 ns
  • Critical Path Start: ERR

Clocking
  • CTS Buf Count: 5
  • Post-CTS Resized: 0
  • CTS Sinks: 30
  • Clock tree buffer depth: 2
  • CTS H-Tree Depth: 2
  • Clk latency late pin: approximately 0.28 ns
  • CTS root buf: clkbuf_8
  • CTS clk-pin slew, worst paths: 0.07 ns
  • Total setup buffers inserted after CTS: 0
  • Hold-fix buffers, CTS: 0
  • CTS tree: yes

Yosys
  • Syn. warnings: 1
  • Ys async rst share: 0
  • Cell area after synthesis: about 0.0015 sq mm
  • Area leader, netlist: dfxtp_1
  • Most frequent cell after synthesis: nor2_1
  • Synth top cells by count: nor2_1, dfxtp_1, o21ai_0
  • Avg Inst Size Synth: just over 9 sq um
  • Top cell area share: 0.399
  • Sequential share of the synthesized area: 0.399
  • Dominant register cell: dfxtp_1
  • Number of synthesized flops with an enable pin: 0
  • Yosys cell types: 45
  • Yosys Chip Area: 0.00150 sq mm
  • Registers, synthesis: 30
  • Ys cells: about 170
  • Post-synth area hogs: dfxtp_1, nor2_1, mux2i_1
  • Mapped Cells: approximately 170

Detailed routing
  • Wirelength per Cell: around 12 um
  • Drt first pass iters: 4
  • Diode count: 0
  • Final wirelength: roughly 3.0 mm
  • Residual DRC: 0
  • Routed vias: between 1000 and 1500
  • DR iter-0 viols: 25
  • Post-route ant nets: 0
  • Post-DR vias/cell: 4.80

Min path
  • Hold path depth: 2
  • HP Class: reg -> reg

Final layout
  • Layout cells sized above 1: 0.148
  • Syn-to-layout area delta: 15.6%
  • Reg area: 601 sq um
  • Filler instances: 474
  • Logic area: 825 sq um

Job
  • OpenROAD warnings: 25
  • Max-capacitance violation count: 0
[tightest hold or removal path, delay by kind of cell, from the launching register on]
kind	cells	cell delay, ns
flip-flops	1	0.33
AND/OR/NAND/NOR	2	0.11
[cells in the final DEF, fill, tap and decap left out, types with 3 or more instances in the layout]
cell type | synthesis | routed
o21ai_0 | 7 | 7
mux2i_1 | 5 | 5
a31oi_1 | 3 | 3
nor2_1 | 40 | 40
or2_2 | 3 | 3
nand3_1 | 6 | 6
dfxtp_1 | 30 | 30
clkdlybuf4s50_1 | 0 | 12
a21oi_1 | 3 | 3
nand2_1 | 6 | 6
inv_1 | 4 | 4
a211oi_1 | 5 | 5
xnor2_1 | 5 | 5
nor4_1 | 6 | 6
clkbuf_8 | 0 | 6
xor2_1 | 3 | 3
[cell type report]
| class | instances | share of cell area |
|---|---|---|
| clock inverter | 2 | 0.00719 |
| tap | 67 | 0.0482 |
| timing repair buffer | 12 | 0.0691 |
| clock buffer | 6 | 0.0475 |
| sequential | 30 | 0.345 |
| multi-input combinational | 122 | 0.474 |
| inverter | 4 | 0.00863 |
[state kept, by name (all words and copies together) (netlist names)]
register        count
L_A                 3
pb_req              1
pb_served           1
ra_hold             1
rb_hold             1
state               8
L_B                 3
pa_req              1
RA                  1
ret_sel             1
tick                6
force_ped_once      1
pa_served           1
RB                  1
[logic make-up (layout without fill, tap and decap cells)]
group,Yosys count,in the layout,share of synthesized area
simple gates,80,80,0.301
xor+xnor,8,8,0.0466
buf+inv,13,24,0.0524
mux,5,5,0.0333
fa+ha+maj,1,1,0.00832
compound gates,28,28,0.159
flops,30,30,0.399
[worst min path at each step]
| stage | from | end | slack, ns |
|---|---|---|---|
| CTS | tick[0] | tick[0] | 0.48 |
| global route | rb_hold | RB | 0.50 |
| finish | ra_hold | RA | 0.48 |
[power by group through the flow]
stage	Clock, mW	Combinational [mW]	Sequential, mW
after CTS	0.143	0.0220	0.173
final	0.140	0.0223	0.173
after global routing	0.154	0.0245	0.173
[per-layer routing]
layer / track usage / vias up / wire length, um
li1: - / 613 / -
met1: 0.208 / 530 / 1560
met2: 0.166 / 18 / 1230
met3: 0.0182 / 6 / 103
met4: 0.0261 / 0 / 71
met5: 0 / - / 0
[per-stage QoR]
| stage | hold WS [ns] | utilization | instance area [sq um] | instances | setup WS (ns) |
|---|---|---|---|---|---|
| floorplan | 0.435 | - | 1500 | 165 | 4.93 |
| global placement | 0.462 | 0.344 | 1640 | 235 | 4.35 |
| detailed placement | 0.465 | 0.344 | 1640 | 235 | 4.32 |
| CTS | 0.481 | 0.363 | 1740 | 243 | 4.61 |
| global route | 0.505 | 0.363 | 1740 | 243 | 4.38 |
| finish | 0.476 | 0.363 | 1740 | 243 | 4.61 |
Power figures rest on the tool's default switching activity, not on a simulated workload.
